### ./run.sh
#!/bin/bash
# OpenROAD 26Q1-2900-gdf79404cd8, Yosys 0.63+post, stock flow scripts
make -C /OpenROAD-flow-scripts/flow DESIGN_CONFIG=/design/flow/config.mk WORK_HOME=/design/flow/orfs finish
### ./config.mk
export PLATFORM = sky130hd
export DESIGN_NAME = s27
export DESIGN_NICKNAME = s27
export VERILOG_FILES = /design/flow/design.v
export SDC_FILE = /design/flow/constraint.sdc
export NUM_CORES = 4
export LEC_CHECK = 1
export CORE_AREA = 10 10 70 70
export DIE_AREA = 0 0 80 80
### ./constraint.sdc
current_design s27

set clk_period 1.0
set clk_io_pct 0.2

create_clock -name clk0 -period $clk_period [get_ports {CK}]

set non_clock_inputs [all_inputs -no_clocks]
set_input_delay [expr $clk_period * $clk_io_pct] -clock clk0 $non_clock_inputs
set_output_delay [expr $clk_period * $clk_io_pct] -clock clk0 [all_outputs]
### ./design.v
module dff (clk,Q,D);
	output Q;
	input D;
	input clk;
	reg Q=0;
	always @(posedge clk)
	begin
		Q = D;
	end
endmodule
module s27(GND,VDD,CK,G0,G1,G17,G2,G3);
	input GND,VDD,CK,G0,G1,G2,G3;
	output G17;
		wire G5,G10,G6,G11,G7,G13,G14,G8,G15,G12,G16,G9;
		dff DFF_0(CK,G5,G10);
		dff DFF_1(CK,G6,G11);
		dff DFF_2(CK,G7,G13);
		not NOT_0(G14,G0);
		not NOT_1(G17,G11);
		and AND2_0(G8,G14,G6);
		or OR2_0(G15,G12,G8);
		or OR2_1(G16,G3,G8);
		nand NAND2_0(G9,G16,G15);
		nor NOR2_0(G10,G14,G11);
		nor NOR2_1(G11,G5,G9);
		nor NOR2_2(G12,G1,G7);
		nor NOR2_3(G13,G2,G12);
endmodule
==> qor.yml <==
setup_path:
  setup.worst_path.end_class: "primary output"
  cp.buffers_inverters: 1
  startpoint_of_the_worst_slack_reg_to_reg_timing_path: "DFF_0.Q$_DFF_P_"
  critical_path.max_stage_delay_ps: 320
  worst_path_fanout_max: 2
  crit_slowest_cell: "sky130_fd_sc_hd__dfxtp_2"
  crit_path_cell_trace: "nor4b_4 -> a21oi_2 -> buf_2"
  cp-start-kind: "flop"
  r2r_slack_ps: 90
  r2r-end: "DFF_0.Q$_DFF_P_"
  r2r_cells: 3
  timing.setup.critical_path_class: "flop to primary output"
  worst_ep_arrival_time_ps: 1000
  crit_family: "flip-flops"
  required_time_at_the_endpoint_of_the_critical_path_ps: 800
yosys:
  syn_area_sq_um: 114
  yosys-stat-area_sq_um: 114
  synth_top_cell_by_area: "sky130_fd_sc_hd__dfxtp_1"
  synth_largest_type_area_fraction: 0.527
  synth_flop_count: 3
  synth_async_sr_flop_share: 0
  yosys.stat.seqShare: 0.527
  synth.area.top_cells: "sky130_fd_sc_hd__dfxtp_1 (53%), sky130_fd_sc_hd__nor4b_4 (21%), sky130_fd_sc_hd__nor2_1 (9.9%), sky130_fd_sc_hd__a21o_1 (6.6%), sky130_fd_sc_hd__nor2b_1 (5.5%)"
  netlist_top_cells_count: "sky130_fd_sc_hd__dfxtp_1 (3), sky130_fd_sc_hd__nor2_1 (3)"
  synth_stat.cells: 10
  synthDistinctLibCells: 6
  flop_cell: "sky130_fd_sc_hd__dfxtp_1"
  synth-warning-count: 1
  synth_cells: 10
  edf_count: 0
  synth_area_per_cell_sq_um: 11.4
clocking:
  htreeDepth: 1
  clkSinkCount: 3
  clkTransAtPathRegs_ps: 40
  clockBufferDepth: 2
  insertion_delay_ps: 230
  cts_root_buffer: "sky130_fd_sc_hd__clkbuf_4"
  cts-buffers-inserted: 3
  cts_tree: "yes"
  cts_hold_repair.buffers: 0
timing:
  time_the_worst_path_needs_with_i_o_delays_and_setup_ps: 1200
  finalHoldViolCount: 0
  unrepaired_setup_endpoints_after_global_routing: "true"
  tightestPinTransition_ps: 235
  timing.max_slew.rel_slack: 0.843
  finalClockPeriodUsage: 1.20
  layout_setup_ws_ps: -198
  max_clock_freq_ghz: 0.835
  setup_violations_final: 1
  timing.final.max_slew_violations: 0
  timing.clock.skew_ps: 0.114
  setup_tns_ps: -198
pwr:
  p_leak_uw: 0.0000943
  max_vdd_drop_v: 0.000212
  power_density_nw_per_um2: 1510
finish:
  drive_gt1_frac: 0.450
  layout.filler_cells: 416
  post-route-cell-area_sq_um: 254
  area_growth_pct: 123
route:
  remaining_drc_errors: 0
  number_of_vias_per_cell: 1.56
  first_pass_iters: 2
  insertedDiodeCount: 0
  wl_per_cell_um: 5.62
  drt_wl_total_um: 371
  drt-initial-drc-count: 3
  vias: 103
  antenna_left: 0
job:
  max-cap-violations: 0
  openroad_warnings: 34
global_routing:
  grt_pass1_vias: 138
  antenna_found_initial: 0
  track_usage: 0.0127
  total_congestion_overflow_after_global_routing: 0
  grtUsageMet2: 0.0201
  use_met3: 0.0125
  grt.met1_usage: 0.00993
  grt_pass1_wl_um: 565
  pin_count_of_the_biggest_net_entering_global_routing: 3
  grt-busiest-layer: "met2"
floorplanning:
  core_region_area_sq_um: 3420
  chipHeight_um: 80
  floorplan.io_pins: 7
  floorplan.core_util: 0.0333
  die_width_um: 80
  chipArea_sq_um: 6400
  core.rowCount: 21
hold_path:
  min_from: "G1"
  hold_path_class: "primary input to flop"
  timing.hold.worst_path_depth: 3
  min_to: "DFF_2.Q$_DFF_P_"
place:
  port_buffers: 5
  placedInstanceArea_sq_um: 229
  gp_routability_congestion: 0.613
run_status:
  outcome: "finished with violations"
  failed_checks: "negative setup slack"
## area by class of cell
type | instances | area (sq um) | area share
multi-input combinational | 7 | 57.6 | 0.227
timing repair buffer | 6 | 50.0 | 0.197
tap | 46 | 57.6 | 0.227
clock buffer | 4 | 26.3 | 0.103
sequential | 3 | 62.6 | 0.246
## kinds of logic after synthesis
group	synth area share
DFF	0.527
AOI/OAI and AO/OA	0.110
and+or+nand+nor	0.363
## layout by cell type (no fill, tap or decap)
cell                              instances
sky130_fd_sc_hd__clkbuf_1                 1
sky130_fd_sc_hd__clkdlybuf4s50_1          2
sky130_fd_sc_hd__buf_4                    1
sky130_fd_sc_hd__nor2b_1                  1
sky130_fd_sc_hd__a21oi_2                  1
sky130_fd_sc_hd__nor4b_4                  1
sky130_fd_sc_hd__buf_2                    1
sky130_fd_sc_hd__dfxtp_2                  2
sky130_fd_sc_hd__a21o_1                   1
sky130_fd_sc_hd__dlygate4sd2_1            2
sky130_fd_sc_hd__clkbuf_4                 3
sky130_fd_sc_hd__nor2_1                   3
sky130_fd_sc_hd__dfxtp_1                  1
## report_power, final
part           total (uW)  internal (uW)  switching, uW  leakage, uW
clock network         210            149           60.4    0.0000150
logic                35.1           23.8           11.3    0.0000540
registers             137            130           7.41    0.0000253
total                 382            303           79.2    0.0000943
## layer usage
metal | up-vias | share of wire
met3 | 0 | 0.17
met4 | 0 | 0
met2 | 6 | 0.46
met5 | - | 0
li1 | 53 | -
met1 | 44 | 0.37
## worst max path at each step
| stage | to | start | depth (start not counted) | slack [ps] |
|---|---|---|---|---|
| after CTS | G17 | DFF_2.Q$_DFF_P_ | 3 | -210 |
| after global routing | G17 | DFF_0.Q$_DFF_P_ | 3 | -260 |
| final | G17 | DFF_0.Q$_DFF_P_ | 3 | -200 |
## worst min-delay path, cell delays in order
cell and delay [ps]:
sky130_fd_sc_hd__dlygate4sd2_1 260, sky130_fd_sc_hd__nor2_1 60, sky130_fd_sc_hd__nor2_1 80
## metrics by stage
step                total power (uW)  hold slack (ps)    util  cells  worst slack (ps)
floorplan                        149              272       -     10               162
global placement                 175              434  0.0670     62              -630
detailed placement               177              462  0.0670     62              -619
CTS                              396              396  0.0751     67              -210
global route                     410              454  0.0744     66              -262
finish                           382              412  0.0744     66              -198
## registers in the layout, summed over array words and instances (netlist names)
name / flops
DFF_1.Q: 1
DFF_0.Q: 1
DFF_2.Q: 1
## what timing repair did
item                       4_1_cts  5_1_grt
setup endpoints to repair        1        3
resized                          6        2
gates cloned                     0        0
buffers inserted                 1        0
pin swaps                        2        1
Power is estimated from default activity; no workload was simulated.
